`flow/design.v`:
```
`timescale 1ns/1ps
module design_dut(
	output reg [27:0] data_out,
	output reg valid,
	output full,
	output empty,
	input w_req,
	input [31:0] data_in,
	input r_req,
	input p_clk,
	input s_clk,
	input rst
);
reg [27:0] fifo [31:0]; 	 
reg [31:0] temp;		 
reg [27:0] result;
reg [5:0] wr_ptr;
reg [5:0] rd_ptr;
reg [13:0] source1, source2;
assign empty = (wr_ptr == rd_ptr)?1'b1:1'b0;					 
assign full = ((wr_ptr[4:0] == rd_ptr[4:0]) && (wr_ptr[5] != rd_ptr[5]))?1'b1:1'b0;
always @ (posedge p_clk or negedge rst) begin
	if (!rst) begin
		temp = 32'b0;
	end 
	else if (w_req) begin
		temp = data_in;	
		source1 = temp[28:15];
		source2 = temp[14:1];
		if (temp[31:29] == 3'b000) begin		 
			result = source1 + source2;
		end
		else if (temp[31:29] == 3'b001) begin		 
			result = source1 - source2;
		end
		else if (temp[31:29] == 3'b010) begin		 
			result = source1 & source2;
		end
		else if (temp[31:29] == 3'b011) begin		 
			result = source1 | source2;
		end
		else if (temp[31:29] == 3'b100) begin		 
			result = source1 * source2;
		end
		else if (temp[31:29] == 3'b101) begin		 
			if (source1 < source2) begin
				result = 28'b1;
			end
			else begin
				result = 28'b0;
			end
		end
		else if (temp[31:29] == 3'b110) begin		 
			if (source1 > source2) begin
				result = 28'b1;
			end
			else begin
				result = 28'b0;
			end
		end
		else if (temp[31:29] == 3'b111) begin		 
			result = source1 ^ source2;
		end
	end
end
always @(negedge p_clk or negedge rst) begin		
	if (!rst) begin			 
		wr_ptr <= 6'b0;	
		fifo[00_0000] <= 28'b0;
		fifo[00_0001] <= 28'b0;
		fifo[00_0010] <= 28'b0;
		fifo[00_0011] <= 28'b0;
		fifo[00_0100] <= 28'b0;
		fifo[00_0101] <= 28'b0;
		fifo[00_0110] <= 28'b0;
		fifo[00_0111] <= 28'b0;
		fifo[00_1000] <= 28'b0;
		fifo[00_1001] <= 28'b0;
		fifo[00_1010] <= 28'b0;
		fifo[00_1011] <= 28'b0;
		fifo[00_1100] <= 28'b0;
		fifo[00_1101] <= 28'b0;
		fifo[00_1110] <= 28'b0;
		fifo[00_1111] <= 28'b0;
		fifo[01_0000] <= 28'b0;
		fifo[01_0001] <= 28'b0;
		fifo[01_0010] <= 28'b0;
		fifo[01_0011] <= 28'b0;
		fifo[01_0100] <= 28'b0;
		fifo[01_0101] <= 28'b0;
		fifo[01_0110] <= 28'b0;
		fifo[01_0111] <= 28'b0;
		fifo[01_1000] <= 28'b0;
		fifo[01_1001] <= 28'b0;
		fifo[01_1010] <= 28'b0;
		fifo[01_1011] <= 28'b0;
		fifo[01_1100] <= 28'b0;
		fifo[01_1101] <= 28'b0;
		fifo[01_1110] <= 28'b0;
		fifo[01_1111] <= 28'b0;
	end
	else if (w_req==1'b1) begin	 
		fifo[wr_ptr] <= result;
		wr_ptr <= wr_ptr + 1;
	end
end
always @ (posedge s_clk or negedge rst) begin
	if (!rst) begin
		data_out <= 28'b0;
		rd_ptr <= 6'b0;
		valid <= 1'b0;	
	end
	else if (r_req) begin
		data_out <= fifo[rd_ptr];
		rd_ptr <= rd_ptr + 1;
		valid <= 1'b1;				
	end
	else begin
		valid <= 1'b0;
	end
end
endmodule
```
`flow/constraint.sdc`:
```
current_design design_dut

set clk_period 8.1
set clk_io_pct 0.2

create_clock -name clk0 -period $clk_period [get_ports {p_clk}]
create_clock -name clk1 -period $clk_period [get_ports {s_clk}]

set non_clock_inputs [all_inputs -no_clocks]
set_input_delay [expr $clk_period * $clk_io_pct] -clock clk0 $non_clock_inputs
set_output_delay [expr $clk_period * $clk_io_pct] -clock clk0 [all_outputs]
```
`flow/run.sh`:
```
#!/bin/bash
# OpenROAD 26Q1-2900-gdf79404cd8, Yosys 0.63+post, stock flow scripts
make -C /OpenROAD-flow-scripts/flow DESIGN_CONFIG=/design/flow/config.mk WORK_HOME=/design/flow/orfs finish
```
`flow/config.mk`:
```
export PLATFORM = sky130hd
export DESIGN_NAME = design_dut
export DESIGN_NICKNAME = design_dut
export VERILOG_FILES = /design/flow/design.v
export SDC_FILE = /design/flow/constraint.sdc
export NUM_CORES = 4
export LEC_CHECK = 1
export CORE_UTILIZATION = 30
```
==> flow_summary.ini <==
; yosys + openroad results
[status]
outcome = finished, final reports clean

[final_timing]
maxSlewHeadroom = 0.3464
setup_viol_count_final = 0
hold_viol = 0
setup_tns_ns = 0
whs_ns = 0.4349
worst_clock_skew_ns = 0.06309
fin_ws_ns = 0.1929
tightest_slew_ns = 0.9804
maxSlewViolCount = 0
rsz0062_at_grt = no

[clock_tree]
postCtsSetupBuffers = 0
clk_pin_slew_ns = 0.05
cts_resized = 0
cts_tree = yes
cts_num_sinks = 965
cts_hold_buf = 0

[yosys]
ys_area_um2 = 44440
ys_cells = 3076
enable_flop_cells = 812
syn_inst = 3076
syn_area_per_cell_um2 = 14.45
ys_warn_count = 2
ff_type = edfxtp_1
postSynthSeqShare = 0.6349
syn_area_um2 = 44440
async_flop_share = 0.1585
top_area_frac = 0.5487
yosysTopAreaCell = edfxtp_1
synth.ff_latch_count = 965
synth_cell_types = 78
ys_top_cells_by_area = edfxtp_1 (55%), dfrtn_1 (6.6%), fa_1 (6.4%)
synth.most_common_cell = edfxtp_1
top_cells_by_count = edfxtp_1 (812), inv_1 (201), nor2_1 (193)

[layout]
synthToLayoutAreaGrowth_pct = 24.31
n_fill_cell = 13420
stdcell_count = 6067
drive_gt1_frac = 0.1429

[detailed_routing]
via_per_inst = 5.137
drtIter0Drc = 2248
antennaDiodeCount = 0
antenna_left = 0
wl_um = 148100
wl_per_cell_um = 24.40
drc = 0
vias = 31170
drtPass1Iterations = 6

[placed_design]
pre_cts_slack_ns = 0.1022
dp_hpwl_um = 88650
dp.cells = 5094
globalplace.congestion = 0.9417
portBuffers = 65

[global_routing]
grt_first_pass_wirelength_um = 215500
antenna_found_initial = 4
grt_pass1_vias = 32290
grt_usage = 0.2101
grt_max_degree = 49
grt.overflow.total = 0

[floorplan]
dieWidth_um = 386.9
die_y_um = 386.9
rows = 140
io_pins = 68
core_area_um2 = 146300
die_area_um2 = 149700
fp-utilization = 0.3038

[worst_setup_path]
cp-end-kind = output port
cp-start-kind = flop
startpoint = wr_ptr[0]
critical_path_class = flop to output port
rr_startpoint = fifo[23][27]
crit_fanout = 6
required_ns = 6.48
critPathArrivalTime_ns = 6.29

[run]
tool_warnings = 848
maxCapViolCount = 0

[pwr]
powerDensity_nw_per_um2 = 341.4
peakVddDrop_mv = 0.2390
leakage_uw = 0.02344

[worst_hold_path]
min_path_type = flop to flop
hp-start = wr_ptr[5]
-- metal layers --
layer	vias up	routed length, um	GRT usage	part of all wire
met4	11	5218	0.06454	0.035
met1	14960	49690	0.2314	0.34
met3	333	26340	0.1675	0.18
met2	2089	66550	0.3076	0.45
li1	13780	-	-	-
met5	-	272	0.01563	0.0018
-- through the flow --
stage          cell area (um^2)  total power [uW]    util
5_1_grt                   55240             20140  0.3776
6_report                  55240             18860  0.3776
3_3_place_gp              48960             13270  0.3348
2_1_floorplan             44460             10870       -
4_1_cts                   55230             18880  0.3776
3_5_place_dp              48960             13280  0.3348
-- state kept, by name, indices dropped and copies added (netlist names) --
register and cells:
valid 1, rd_ptr 6, wr_ptr 6, data_out 28, fifo 896, result 28
-- logic make-up after synthesis --
group                    after synthesis  synth area share
adder cells (fa/ha/maj)              289            0.1055
XOR/XNOR                              43          0.008476
multiplexers                         150           0.03815
buffers and inverters                384           0.03556
AND-OR/OR-AND                        655            0.1130
flip-flops                           965            0.6349
AND/OR/NAND/NOR                      590           0.06437
-- layout make-up --
| class | count | area (um^2) | area share |
|---|---|---|---|
| multi-input combinational | 1727 | 15040 | 0.2723 |
| clock buffer | 128 | 2803 | 0.05074 |
| clock inverter | 845 | 3466 | 0.06274 |
| inverter | 214 | 803.3 | 0.01454 |
| timing repair buffer | 271 | 2509 | 0.04542 |
| sequential | 965 | 28220 | 0.5108 |
| tap | 1917 | 2399 | 0.04342 |
-- critical path: stages (launching register included) --
cell             delay, ns
dfrtn_1               0.56
xor2_1                0.11
nor3_1                0.19
nand3_1               0.15
nor2_1                0.14
clkdlybuf4s50_1       0.46
-- cells in the final DEF (no fill, tap or decap), types with 10 or more instances in the layout --
cell / count
a211oi_1: 10
a21o_1: 10
a21oi_1: 82
a221oi_1: 104
a222oi_1: 32
a22o_1: 101
a22oi_1: 171
a31oi_1: 16
and3_1: 14
and4b_2: 12
buf_12: 25
buf_4: 181
clkbuf_1: 13
clkbuf_16: 104
clkbuf_8: 12
clkdlybuf4s50_1: 63
clkinv_1: 19
clkinv_2: 12
clkinvlp_2: 10
dfrtn_1: 118
dfrtp_1: 32
edfxtp_1: 812
fa_1: 143
ha_1: 144
inv_1: 996
mux2_2: 145
nand2_1: 151
nand3_1: 64
nand4_1: 47
nor2_1: 182
nor2_4: 11
nor3_1: 28
nor4bb_4: 12
o211ai_1: 13
o21ai_0: 47
xnor2_1: 27
xor2_1: 16
-- power by group --
group | switching, uW | internal (uW) | total, uW | leakage (uW)
clock | 2900 | 3180 | 6080 | 0.00583
combinational | 3910 | 2560 | 6470 | 0.00840
sequential | 215 | 6090 | 6310 | 0.00921
total | 7030 | 11800 | 18900 | 0.0234
-- worst paths after layout --
check                          endpoint  slack, ns  cells past startpoint
max                               empty       0.19                      5
min                           wr_ptr[5]       0.43                      1
max reg2reg                data_out[27]       1.30                      6
min reg2reg                   wr_ptr[5]       0.43                      1
max in group clk1          data_out[27]       1.30                      6
max in group asynchronous    fifo[1][4]       1.71                      3
min in group clk1             rd_ptr[5]       0.50                      1
min in group asynchronous   data_out[8]       1.49                      2
Power figures rest on the tool's default switching activity, not on a simulated workload.
